--- design/flow/run.sh ---
#!/bin/bash
# OpenROAD 26Q1-2900-gdf79404cd8, Yosys 0.63+post, stock flow scripts
make -C /OpenROAD-flow-scripts/flow DESIGN_CONFIG=/design/flow/config.mk WORK_HOME=/design/flow/orfs finish
--- design/flow/config.mk ---
export PLATFORM = sky130hd
export DESIGN_NAME = decode_writeback
export DESIGN_NICKNAME = decode_writeback
export VERILOG_FILES = /design/flow/design.v
export SDC_FILE = /design/flow/constraint.sdc
export NUM_CORES = 4
export LEC_CHECK = 1
export CORE_UTILIZATION = 40
export SYNTH_HDL_FRONTEND = slang
--- design/flow/constraint.sdc ---
current_design decode_writeback

set clk_period 77.9
set clk_io_pct 0.2

create_clock -name clk0 -period $clk_period [get_ports {clk}]

set non_clock_inputs [all_inputs -no_clocks]
set_input_delay [expr $clk_period * $clk_io_pct] -clock clk0 $non_clock_inputs
set_output_delay [expr $clk_period * $clk_io_pct] -clock clk0 [all_outputs]
--- design/flow/design.v ---
module decode_writeback(clk, icode, cnd, rA, rB, valA, valB, valE, valM,
                        reg_0,reg_1,reg_2, reg_3, reg_4, reg_5, reg_6, reg_7, 
                        reg_8, reg_9, reg_10, reg_11, reg_12, reg_13, reg_14);
input clk, cnd;
input [3:0] icode;
input [3:0] rA,rB;
input[63:0] valE,valM;
output reg[63:0] valA, valB;
output reg[63:0] reg_0,reg_1,reg_2, reg_3, reg_4, reg_5, reg_6, reg_7,reg_8, reg_9, reg_10, reg_11, reg_12, reg_13, reg_14;
reg [63:0] reg_memory[0:14];  
initial
begin
    reg_memory[0] = 64'd0;
    reg_memory[1] = 64'd1;
    reg_memory[2] = 64'd2;
    reg_memory[3] = 64'd3;
    reg_memory[4] = 64'd4;
    reg_memory[5] = 64'd5;
    reg_memory[6] = 64'd6;
    reg_memory[7] = 64'd7;
    reg_memory[8] = 64'd8;
    reg_memory[9] = 64'd9;
    reg_memory[10] = 64'd10;
    reg_memory[11] = 64'd11;
    reg_memory[12] = 64'd12;
    reg_memory[13] = 64'd13;
    reg_memory[14] = 64'd14;
end
always@(*)
begin
  if(icode == 4'b0010)
  begin
    valA = reg_memory[rA];
    valB = 64'b0;
  end
  if(icode == 4'b0011)
  begin
    valA = 64'b0;
    valB = 64'b0;
  end
  else if(icode == 4'b0100)
  begin
    valA = reg_memory[rA];
    valB = reg_memory[rB];
  end
  else if(icode == 4'b0101)
  begin
    valB = reg_memory[rB];
  end
  else if(icode == 4'b0110)
  begin
    valA = reg_memory[rA];
    valB = reg_memory[rB];
  end
  else if(icode == 4'b1000)
  begin
    valB = reg_memory[4];  
  end
  else if(icode == 4'b1001)
  begin
    valA = reg_memory[4];
    valB = reg_memory[4];
  end
  else if(icode == 4'b1010)
  begin
    valA = reg_memory[rA];
    valB = reg_memory[4];
   end
  else if(icode == 4'b1011)
  begin
    valA = reg_memory[4];
    valB = reg_memory[4];
  end
end
always@(posedge clk) begin  
  if(icode==4'b0010) 
  begin
    if(cnd)
      reg_memory[rB]=valE;
  end
  else if(icode==4'b0011)
  begin 
    reg_memory[rB]=valE;
  end
  else if(icode==4'b0101) 
  begin
    reg_memory[rA] = valM;
  end
  else if(icode==4'b0110) 
  begin
    reg_memory[rB] = valE;
  end
  else if(icode==4'b1000) 
  begin
    reg_memory[4] = valE;
  end
  else if(icode==4'b1001) 
  begin
    reg_memory[4] = valE;
  end
  else if(icode==4'b1010) 
  begin
    reg_memory[4] = valE;
   end
  else if(icode==4'b1011) 
  begin
    reg_memory[4] = valE;
    reg_memory[rA] = valM;
  end
  reg_0 <= reg_memory[0];
  reg_1 <= reg_memory[1];
  reg_2 <= reg_memory[2];
  reg_3 <= reg_memory[3];
  reg_4 <= reg_memory[4];
  reg_5 <= reg_memory[5];
  reg_6 <= reg_memory[6];
  reg_7 <= reg_memory[7];
  reg_8 <= reg_memory[8];
  reg_9 <= reg_memory[9];
  reg_10 <= reg_memory[10];
  reg_11 <= reg_memory[11];
  reg_12 <= reg_memory[12];
  reg_13 <= reg_memory[13];
  reg_14 <= reg_memory[14];
end
endmodule
==> results_tabular.tex <==
% Implementation results table
\begin{tabular}{lr}
\hline
Metric & Value \\
\hline
\multicolumn{2}{l}{\textbf{Run status}} \\
Result of the run & finished clean \\
\multicolumn{2}{l}{\textbf{GRT}} \\
Via count of the first global-routing pass & 67100 \\
GRT overflow & 0 \\
Total routing resource utilization after global routing & 0.508 \\
Wire length of the first global-routing pass & between 500000 and 600000 um \\
Number of antenna violations at the first check in global routing & around 60 \\
Largest net degree at the start of global routing & 126 \\
\multicolumn{2}{l}{\textbf{Clock network}} \\
Worst-path clk slew & 60 ps \\
Number of buffers on the longest clock path & 3 \\
Post-CTS setup repair buffer count & 0 \\
Total clock buffers created by CTS & 109 \\
H-tree depth & 3 \\
Worst-skew pair later-pin latency & 750 ps \\
Number of gates resized after CTS & 0 \\
Number of buffers inserted by hold repair at cts & 0 \\
CTS tree & yes \\
CTS root buf & sky130\_fd\_sc\_hd\_\_clkbuf\_16 \\
\multicolumn{2}{l}{\textbf{Layout}} \\
Post-route design area & approximately 81000 um\^{}2 \\
Synthesis-to-finish area growth & 26.2\% \\
Filler cell count in the final layout & 14000 \\
Logic area & 27100 um\^{}2 \\
Combined flip-flop and latch cell area & $\sim$31000 um\^{}2 \\
Fraction of layout cells with a size suffix above 1 & 0.0769 \\
Utilization after layout & 0.511 \\
\multicolumn{2}{l}{\textbf{Timing}} \\
Sum of negative setup slack & 0 ps \\
Fin crit share & 0.267 \\
Slew at the pin with the worst max-slew slack & 1050 ps \\
Maximum achievable frequency & 48.0 MHz \\
Count of endpoints without a timing constraint & 256 \\
Final tally of setup violations & 0 \\
Slew HR & 0.300 \\
Min Tclk post-route & 20830 ps \\
Clk\_skew & 0 ps \\
Max Slew Vio Count & 0 \\
Count of endpoints failing hold in the final timing report & 0 \\
Register pins left without a clock & 128 \\
Unrepaired setup endpoints after global routing & no \\
\multicolumn{2}{l}{\textbf{Pwr}} \\
Peak supply drop & 0.0222 mV \\
Logic gate share of total power & 0.218 \\
Switching share of total power & 0.318 \\
Final Power & 1.61 mW \\
Power density over the cells & between 15 and 20 nW/um\^{}2 \\
Portion of total power attributed to the clock network & 0.326 \\
Sw power & 511 uW \\
Internal Dissipation & 1.10 mW \\
Proportion of power drawn by flip-flops and latches & 0.456 \\
LEAKAGE & between 30 and 40 nW \\
\multicolumn{2}{l}{\textbf{Yosys}} \\
Synth area leader & sky130\_fd\_sc\_hd\_\_edfxtp\_1 \\
\#FFs+latches synth & between 1000 and 1500 \\
Xor and xnor area share after synthesis & 0 \\
Warnings, synthesis & 0 \\
Async set or reset register ratio after synthesis & 0 \\
Synth logic family & AND-OR/OR-AND gates \\
Simple-gate portion of the synthesized area & 0.0211 \\
Leading post-synthesis cells by instance count & sky130\_fd\_sc\_hd\_\_a21oi\_1 (1010), sky130\_fd\_sc\_hd\_\_edfxtp\_1 (960), sky130\_fd\_sc\_hd\_\_inv\_1 (899), sky130\_fd\_sc\_hd\_\_o22ai\_1 (899), sky130\_fd\_sc\_hd\_\_mux2i\_1 (392) \\
Yosys cell types & 55 \\
Area share of the leading cell type in the synthesized netlist & 0.447 \\
Ranking of synthesized cells by area & sky130\_fd\_sc\_hd\_\_edfxtp\_1 (45\%), sky130\_fd\_sc\_hd\_\_o22ai\_1 (8.7\%), sky130\_fd\_sc\_hd\_\_a21oi\_1 (7.8\%) \\
Number of flops mapped to enable cells by yosys & 960 \\
Share of synthesized cell area in full adder, half adder and majority cells & 0 \\
Synthesized area divided by synthesized cell count & 9.90 um\^{}2 \\
Post-synthesis cell type with the largest instance count & sky130\_fd\_sc\_hd\_\_a21oi\_1 \\
Primary FF master, synth & sky130\_fd\_sc\_hd\_\_edfxtp\_1 \\
Yosys stat chip area & 64400 um\^{}2 \\
Complex-gate fraction of the synthesized area & 0.278 \\
Multiplexer share & 0.117 \\
Post-synth design cell area & 64400 um\^{}2 \\
Cell count after synthesis & 6507 \\
Yosys stat cell total & 6507 \\
\multicolumn{2}{l}{\textbf{Run}} \\
Tally of OpenROAD warnings & 28 \\
Max-cap violations & 0 \\
\multicolumn{2}{l}{\textbf{Worst setup path}} \\
Flop-to-flop setup slack & 76520 ps \\
Maximum fanout along the worst path & 58 \\
Arrival time at the worst endpoint & 21210 ps \\
Category of the worst setup path capture point & flip-flop \\
CP Launch Type & primary input \\
Critical setup path kind & in2reg \\
Required arrival time at the worst endpoint & 78280 ps \\
\multicolumn{2}{l}{\textbf{Floorplan}} \\
Overall die height & 403 um \\
Boundary pin count & 1230 \\
Overall chip area & 163000 um\^{}2 \\
Standard-cell row count & 146 \\
Starting density of the core & 0.405 \\
Horizontal die dimension & around 400 um \\
Core Footprint & between 150000 and 200000 um\^{}2 \\
\multicolumn{2}{l}{\textbf{Routing}} \\
Number of vias per cell & a little over 7 \\
Count of antenna-violating nets left after detailed routing & 0 \\
Via Count & 68100 \\
Iteration-0 DRC Markers & 8377 \\
Detailed Route WL & 399000 um \\
Detailed-route DRC error count & 0 \\
Iteration count of the initial detailed-routing pass & 7 \\
Routed length per placed instance & around 42 um \\
\multicolumn{2}{l}{\textbf{Place}} \\
Post-DP Area & between 70000 and 80000 um\^{}2 \\
Number of I/O port buffers & 1229 \\
Placer Congestion & 0.993 \\
Detailed-placement wirelength estimate & 251000 um \\
\multicolumn{2}{l}{\textbf{Worst hold path}} \\
Worst hold path class & reg2reg \\
\hline
\end{tabular}
area by class of cell:
cell class | count | share of cell area
Clock inverter | 75 | 0.00777
Inverter | 899 | 0.0415
Antenna cell | 40 | 0.00123
Timing Repair Buffer | 1409 | 0.170
Sequential cell | 1088 | 0.378
Clock buffer | 123 | 0.0344
Multi-Input combinational cell | 3718 | 0.334
Tap cell | 2146 | 0.0330
through the flow:
| stage | std cells | hold WS [ps] | worst slack [ps] |
|---|---|---|---|
| floorplan | 6507 | 564 | 16470 |
| global placement | 9260 | 627 | 56530 |
| detailed placement | 9260 | 645 | 56490 |
| CTS | 9458 | 660 | 57310 |
| global route | 9483 | 690 | 56950 |
| finish | 9498 | 664 | 57070 |
power by group through the flow:
stage | logic (mW) | clock network, mW | registers [mW]
finish | 0.351 | 0.523 | 0.732
global route | 0.365 | 0.536 | 0.732
CTS | 0.340 | 0.519 | 0.725
routing by layer:
| metal | routed length (um) | track usage | share of wire | vias up |
|---|---|---|---|---|
| li1 | - | - | - | 26300 |
| met1 | 123000 | 0.579 | 0.31 | 32300 |
| met2 | 165000 | 0.677 | 0.41 | 7498 |
| met3 | 74400 | 0.360 | 0.19 | 1908 |
| met4 | 35100 | 0.336 | 0.088 | 72 |
| met5 | 1060 | 0.0416 | 0.0027 | - |
flip-flops by register name (all words and copies together), names as in the netlist:
name / flops
reg_memory: 960
valA: 64
valB: 64
kinds of logic (layout without fill, tap and decap cells):
group / Yosys count / after routing
simple gates: 301 / 301
mux: 558 / 558
compound gates: 2859 / 2859
latches: 128 / 128
buf+inv: 1701 / 2506
other cells: 0 / 40
flops: 960 / 960
cell usage in the layout (no fill, tap or decap), types with 10 or more instances in the layout:
cell type / instances
sky130_fd_sc_hd__nor2_1: 24
sky130_fd_sc_hd__a221o_1: 65
sky130_fd_sc_hd__mux4_2: 157
sky130_fd_sc_hd__a22o_1: 63
sky130_fd_sc_hd__o211ai_1: 67
sky130_fd_sc_hd__and2_4: 19
sky130_fd_sc_hd__clkbuf_16: 110
sky130_fd_sc_hd__o21ai_0: 69
sky130_fd_sc_hd__clkinv_1: 37
sky130_fd_sc_hd__edfxtp_1: 960
sky130_fd_sc_hd__clkdlybuf4s50_1: 1221
sky130_fd_sc_hd__a21oi_1: 1009
sky130_fd_sc_hd__o22ai_1: 898
sky130_fd_sc_hd__a22oi_1: 234
sky130_fd_sc_hd__nand2_1: 190
sky130_fd_sc_hd__dlxtp_1: 128
sky130_fd_sc_hd__inv_1: 899
sky130_fd_sc_hd__o21ai_1: 109
sky130_fd_sc_hd__clkinv_2: 19
sky130_fd_sc_hd__clkbuf_1: 13
sky130_fd_sc_hd__buf_4: 169
sky130_fd_sc_hd__nor2b_4: 10
sky130_fd_sc_hd__o221a_1: 15
sky130_fd_sc_hd__buf_12: 15
sky130_fd_sc_hd__a221oi_1: 124
sky130_fd_sc_hd__diode_2: 40
sky130_fd_sc_hd__o22a_1: 61
sky130_fd_sc_hd__mux2i_1: 392
sky130_fd_sc_hd__o221ai_1: 46
sky130_fd_sc_hd__nand4_1: 14
sky130_fd_sc_hd__a31oi_1: 65
final timing paths:
check | from | to | depth (start not counted)
min reg2reg | reg_memory[763] | reg_memory[763] | 2
max | icode[1] | reg_memory[775] | 10
min | reg_memory[763] | reg_memory[763] | 2
max reg2reg | reg_memory[676] | reg_memory[676] | 3
worst max-delay path, cell delays in order:
cell	delay, ps
sky130_fd_sc_hd__clkdlybuf4s50_1	770
sky130_fd_sc_hd__nor2b_1	200
sky130_fd_sc_hd__buf_4	310
sky130_fd_sc_hd__o21ai_0	230
sky130_fd_sc_hd__a21oi_4	330
sky130_fd_sc_hd__buf_4	720
sky130_fd_sc_hd__buf_4	660
sky130_fd_sc_hd__buf_4	760
sky130_fd_sc_hd__buf_4	700
sky130_fd_sc_hd__buf_4	760
Power figures rest on the tool's default switching activity, not on a simulated workload.
