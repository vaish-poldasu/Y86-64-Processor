===== flow/design.v =====
module decode_wb(clk, D_stat, D_icode, D_ifun, D_rA, D_rB, D_valC,D_valP,
                 d_srcA, d_srcB, E_bubble, E_stat, E_icode, E_ifun, E_valC, 
                 E_valA, E_valB, E_dstE, E_dstM, E_srcA, E_srcB, e_dstE, e_valE,
                 M_dstE, M_dstM, M_valE, m_valM, W_dstE, W_dstM, W_valE,W_valM,W_icode,
                 reg_0,reg_1,reg_2,reg_3,reg_4,reg_5,reg_6,reg_7,
                 reg_8,reg_9,reg_10,reg_11,reg_12,reg_13,reg_14 );
input clk;
input [0:3] D_stat;
input [3:0] D_icode,D_ifun,D_rA,D_rB;
input [63:0] D_valC,D_valP;
output reg [3:0] d_srcA,d_srcB;
input E_bubble;
input [3:0] e_dstE;
input [63:0] e_valE;
output reg [0:3] E_stat;
output reg [3:0] E_icode,E_ifun;
output reg [63:0] E_valC,E_valA,E_valB;
output reg [3:0] E_dstE,E_dstM,E_srcA,E_srcB;
input [3:0] M_dstE, M_dstM;
input [63:0] M_valE, m_valM;
input [3:0] W_icode, W_dstE, W_dstM;
input [63:0] W_valE, W_valM;
output reg[63:0] reg_0,reg_1,reg_2,reg_3,reg_4,reg_5,reg_6,reg_7,
reg_8,reg_9,reg_10,reg_11,reg_12,reg_13,reg_14;
reg [3:0] d_dstE,d_dstM;
reg [63:0] d_rvalA,d_rvalB,d_valA,d_valB,reg_mem[0:14];
initial begin
    reg_mem[0] = 0;
    reg_mem[1] = 1;
    reg_mem[2] = 2;
    reg_mem[3] = 3;
    reg_mem[4] = 4;
    reg_mem[5] = 5;
    reg_mem[6] = 6;
    reg_mem[7] = 7;
    reg_mem[8] = 8;
    reg_mem[9] = 9;
    reg_mem[10] = 10;
    reg_mem[11] = 11;
    reg_mem[12] = 12;
    reg_mem[13] = 13;
    reg_mem[14] = 14;
end
always@(*)
begin
  d_srcA = 4'hF;
  d_srcB = 4'hF;
  d_dstE = 4'hF;
  d_dstM = 4'hF;
if (D_icode == 4'b0010) begin
  d_srcA = D_rA;
  d_dstE = D_rB;
  d_rvalA=reg_mem[D_rA];
  d_rvalB=64'b0;
end
else if (D_icode == 4'b0011) begin
  d_dstE = D_rB;
  d_rvalB=64'b0;
end
else if (D_icode == 4'b0100) begin
  d_srcA = D_rA;
  d_srcB = D_rB;
  d_rvalA=reg_mem[D_rA];
  d_rvalB=reg_mem[D_rB];
end
else if (D_icode == 4'b0101) begin
  d_srcB = D_rB;
  d_dstM = D_rA;
  d_rvalB=reg_mem[D_rB];
end
else if (D_icode == 4'b0110) begin
  d_srcA = D_rA;
  d_srcB = D_rB;
  d_dstE = D_rB;
  d_rvalA=reg_mem[D_rA];
  d_rvalB=reg_mem[D_rB];
end
else if (D_icode == 4'b1000) begin
  d_srcB = 4;
  d_dstE = 4;
  d_rvalB=reg_mem[4];
end
else if (D_icode == 4'b1001) begin
  d_srcA = 4;
  d_srcB = 4;
  d_dstE = 4;
  d_rvalA=reg_mem[4]; 
  d_rvalB=reg_mem[4];
end
else if (D_icode == 4'b1010) begin
  d_srcA = D_rA;
  d_srcB = 4;
  d_dstE = 4;
  d_rvalA=reg_mem[D_rA];
  d_rvalB=reg_mem[4];
end
else if (D_icode == 4'b1011) begin
  d_srcA = 4;
  d_srcB = 4;
  d_dstE = 4;
  d_dstM = D_rA;
  d_rvalA=reg_mem[4]; 
  d_rvalB=reg_mem[4];
end
if(D_icode==4'b0111 | D_icode == 4'b1000) 
    d_valA = D_valP;
else if(d_srcA==e_dstE & e_dstE!=4'hF)
    d_valA = e_valE;
else if(d_srcA==M_dstM & M_dstM!=4'hF)
    d_valA = m_valM;
else if(d_srcA==W_dstM & W_dstM!=4'hF)
    d_valA = W_valM;
else if(d_srcA==M_dstE & M_dstE!=4'hF)
    d_valA = M_valE;
else if(d_srcA==W_dstE & W_dstE!=4'hF)
    d_valA = W_valE;
else
    d_valA = d_rvalA;
if(d_srcB==e_dstE & e_dstE!=4'hF)      
    d_valB = e_valE;
else if(d_srcB==M_dstM & M_dstM!=4'hF) 
    d_valB = m_valM;
else if(d_srcB==W_dstM & W_dstM!=4'hF) 
    d_valB = W_valM;
else if(d_srcB==M_dstE & M_dstE!=4'hF) 
    d_valB = M_valE;
else if(d_srcB==W_dstE & W_dstE!=4'hF) 
    d_valB = W_valE;
else
    d_valB = d_rvalB;
end
always@(posedge clk)
begin 
    if(E_bubble)
    begin
      E_stat <= 4'b1000;
      E_icode <= 4'b0001;
      E_ifun <= 4'b0000;
      E_valC <= 4'b0000;
      E_valA <= 4'b0000;
      E_valB <= 4'b0000;
      E_dstE <= 4'hF;
      E_dstM <= 4'hF;
      E_srcA <= 4'hF;
      E_srcB <= 4'hF;
    end
    else
    begin
      E_stat <= D_stat;
      E_icode <= D_icode;
      E_ifun <= D_ifun;
      E_valC <= D_valC;
      E_valA <= d_valA;
      E_valB <= d_valB;
      E_srcA <= d_srcA;
      E_srcB <= d_srcB;
      E_dstE <= d_dstE;
      E_dstM <= d_dstM;
    end
end
always@(posedge clk) begin
if(W_icode==4'b0010) 
begin
    reg_mem[W_dstE]=W_valE;
end
else if(W_icode==4'b0011)
begin 
    reg_mem[W_dstE]=W_valE;
end
else if(W_icode==4'b0101) 
begin
    reg_mem[W_dstM] = W_valM;
end
else if(W_icode==4'b0110) 
begin
    reg_mem[W_dstE] = W_valE;
end
else if(W_icode==4'b1000) 
begin
    reg_mem[W_dstE] = W_valE;
end
else if(W_icode==4'b1001) 
begin
    reg_mem[W_dstE] = W_valE;
end
else if(W_icode==4'b1010) 
begin
    reg_mem[W_dstE] = W_valE;
end
else if(W_icode==4'b1011) 
begin
    reg_mem[W_dstE] = W_valE;
    reg_mem[W_dstM] = W_valM;
end
reg_0 <= reg_mem[0];
reg_1 <= reg_mem[1];
reg_2 <= reg_mem[2];
reg_3 <= reg_mem[3];
reg_4 <= reg_mem[4];
reg_5 <= reg_mem[5];
reg_6 <= reg_mem[6];
reg_7 <= reg_mem[7];
reg_8 <= reg_mem[8];
reg_9 <= reg_mem[9];
reg_10 <= reg_mem[10];
reg_11 <= reg_mem[11];
reg_12 <= reg_mem[12];
reg_13 <= reg_mem[13];
reg_14 <= reg_mem[14];
end
endmodule

===== flow/run.sh =====
#!/bin/bash
# OpenROAD 26Q1-2900-gdf79404cd8, Yosys 0.63+post, stock flow scripts
make -C /OpenROAD-flow-scripts/flow DESIGN_CONFIG=/design/flow/config.mk WORK_HOME=/design/flow/orfs finish

===== flow/config.mk =====
export PLATFORM = sky130hd
export DESIGN_NAME = decode_wb
export DESIGN_NICKNAME = decode_wb
export VERILOG_FILES = /design/flow/design.v
export SDC_FILE = /design/flow/constraint.sdc
export NUM_CORES = 4
export LEC_CHECK = 1
export CORE_AREA = 10 10 979 979
export DIE_AREA = 0 0 989 989
export SYNTH_HDL_FRONTEND = slang

===== flow/constraint.sdc =====
current_design decode_wb

set clk_period 38.6
set clk_io_pct 0.2

create_clock -name clk0 -period $clk_period [get_ports {clk}]

set non_clock_inputs [all_inputs -no_clocks]
set_input_delay [expr $clk_period * $clk_io_pct] -clock clk0 $non_clock_inputs
set_output_delay [expr $clk_period * $clk_io_pct] -clock clk0 [all_outputs]

==> results.sh <==
# physical design summary
export IMPL_status="complete, no violations"
export IMPL_placeableCoreArea_um2=935000
export IMPL_ys_sh_aoi=0.194
export IMPL_fmax_mhz=54.7
export IMPL_firstDrtPassIters=6
export IMPL_initCoreUtil=0.0884
export IMPL_grt_usage=0.200
export IMPL_io_buffer_count=1681
export IMPL_die_width_um=989
export IMPL_htree_levels=4
export IMPL_yosys_area_top_type="edfxtp_1"
export IMPL_worst_slew_pin_slew_ns=1.30
export IMPL_mux_share=0.238
export IMPL_untimed_endpoints=128
export IMPL_place_area_um2=116000
export IMPL_numSynthFlops=1308
export IMPL_cts_buffers=155
export IMPL_clk_pin_slew_worst_paths_ns=0.06
export IMPL_antenna_left=0
export IMPL_grt_antenna_before_repair=284
export IMPL_drive_gt1_frac=0.143
export IMPL_synthCells=7906
export IMPL_slew_headroom=0.123
export IMPL_fin_area_um2=122000
export IMPL_ff_latch_area_um2=35200
export IMPL_simple_gate_share=0.0884
export IMPL_ys_sh_adder=0
export IMPL_pwr_share_clk=0.297
export IMPL_cts_tree="built"
export IMPL_arrival_ns=10.55
export IMPL_required_ns=30.88
export IMPL_grt_pass1_wl_um=1190000
export IMPL_syn_area_per_cell_um2=10.5
export IMPL_edf_count=960
export IMPL_period_minus_slack_ns=18.27
export IMPL_fp_row_count=355
export IMPL_switching_share=0.417
export IMPL_top_area_frac=0.348
export IMPL_synth_area_top_cells="edfxtp_1 35%, mux2i_1 13%, mux4_2 10%, dfxtp_1 5.3%, o22ai_1 4.6%"
export IMPL_drv_slew=0
export IMPL_syn_area_um2=82700
export IMPL_top_logic_kind="multiplexers"
export IMPL_power_density_nw_per_um2=45.2
export IMPL_worstSetupEndpointType="output port"
export IMPL_hpwl_um=829000
export IMPL_power_switching_mw=2.29
export IMPL_power_internal_mw=3.21
export IMPL_drc=0
export IMPL_synth_chip_area_um2=82700
export IMPL_maxCapViolCount=0
export IMPL_via_per_inst=3.94
export IMPL_finalCritPeriodShare=0.473
export IMPL_xor_area_frac=0.00127
export IMPL_wl_um=995000
export IMPL_rr_startpoint="reg_mem[74]"
export IMPL_clock_skew_ns=0.124
export IMPL_hold_class="reg -> reg"
export IMPL_vias=87100
export IMPL_setup_viol=0
export IMPL_pwr_share_seq=0.344
export IMPL_report_final_hold_viol_count=0
export IMPL_peakVddDrop_mv=0.0331
export IMPL_p_total_mw=5.51
export IMPL_wl_per_cell_um=45.1
export IMPL_tool_warnings=26
export IMPL_ff_type="edfxtp_1"
export IMPL_p_leak_nw=38.9
export IMPL_cts_root_buf="clkbuf_16"
export IMPL_combGateArea_um2=44000
export IMPL_ys_types=82
export IMPL_syn2layout_area_growth_pct=47.4
export IMPL_drt_iter0_drc=9682
export IMPL_grt_max_degree=77
export IMPL_post_cts_buffers=0
export IMPL_comb_power_share=0.359
export IMPL_grt_ovfl_total=0
export IMPL_setup_tns_ns=0
export IMPL_ioPinCount=1682
export IMPL_gp_congestion=1.04
export IMPL_die_height_um=989
export IMPL_synthArstFlopShare=0
export IMPL_cts_resized=0
export IMPL_die_area_um2=978000
export IMPL_cp_start_kind="input pin"
export IMPL_clk_latency_ns=0.98
export IMPL_hold_start="reg_mem[768]"
export IMPL_clock_path_buffers=4
export IMPL_ys_warn_count=0
export IMPL_nFillCells=105000
export IMPL_grt_pass1_vias=82800
export IMPL_critPathMaxFanout=32
export IMPL_rsz0062_at_grt="false"
export IMPL_ys_cells=7906
export IMPL_path_class="in -> out"
export IMPL_crit_start="D_icode[2]"
export IMPL_postCtsHoldBufs=0
export IMPL_unclocked_regs=128
layout make-up:
| cell class | instances | area share |
|---|---|---|
| repair buffers | 2246 | 0.173 |
| diodes | 155 | 0.00318 |
| well taps | 12500 | 0.128 |
| multi-input cells | 5532 | 0.361 |
| clock inverters | 88 | 0.0101 |
| flip-flops and latches | 1308 | 0.288 |
| inverters | 81 | 0.00258 |
| clock buffers | 187 | 0.0334 |
sequential cells by signal, indices dropped and copies added, names as in the netlist:
register,cells
E_valB,64
E_ifun,4
E_stat,4
d_rvalA,64
E_dstM,4
E_dstE,4
E_valA,64
E_icode,4
d_rvalB,64
E_srcA,4
E_valC,64
reg_mem,960
E_srcB,4
cells in the mapped netlist (all sizes together) (65+ instances only):
cell type / count
a21oi: 132
a221oi: 111
a22o: 73
a22oi: 125
a311o: 65
a31oi: 76
and2: 70
and3: 65
buf: 291
clkbuf: 694
dfxtp: 220
dlxtp: 128
edfxtp: 960
inv: 80
mux2i: 1096
mux4: 384
nand2: 825
nand3: 227
nor2: 293
nor2b: 90
o211ai: 68
o21ai: 640
o221ai: 182
o22ai: 611
worst max-delay path, cell delays in order:
cell	delay, ns
clkdlybuf4s50_1	0.48
buf_4	0.31
nand2b_4	0.58
o31ai_4	0.29
inv_1	0.47
clkdlybuf4s50_1	0.59
metrics by stage:
stage	hold WS, ns	setup slack, ns	util	instances
finish	0.689	20.33	0.130	22100
global route	0.703	20.37	0.130	22000
CTS	0.682	20.37	0.130	21900
detailed placement	0.667	20.39	0.124	21700
global placement	0.654	20.38	0.124	21700
floorplan	0.602	22.30	-	7906
cells by family (layout without fill, tap and decap cells):
kind of cell,count (synthesis),count (layout)
simple gates,1658,1658
compound gates,2379,2379
mux,1483,1483
buf+inv,1066,2602
latches,128,128
flops,1180,1180
other cells,0,155
xor+xnor,12,12
routing by layer:
metal / vias to the layer above / track usage / wire [µm]
met4: 92 / 0.145 / 94700
met2: 7107 / 0.268 / 388000
met1: 44300 / 0.199 / 318000
li1: 34000 / - / -
met3: 1684 / 0.170 / 194000
met5: - / 0.00415 / 892
cell usage in the layout (no fill, tap or decap), drive strengths merged, types with 227 or more instances in the layout:
cell	synthesis	routed
buf	291	581
clkdlybuf4s50	0	1665
edfxtp	960	960
mux2i	1096	1096
mux4	384	384
nand2	825	825
nand3	227	227
nor2	293	293
o21ai	640	640
o22ai	611	611
power by group through the flow:
stage | registers, mW | clock network (mW) | logic, mW
4_1_cts | 1.89 | 1.65 | 1.95
5_1_grt | 1.91 | 1.68 | 2.04
6_report | 1.90 | 1.63 | 1.98
worst paths after layout:
kind	to	slack [ns]	depth (start not counted)
setup / recovery	d_srcB[3]	20.33	6
hold / removal	reg_mem[768]	0.69	2
setup reg to reg	E_valB[10]	34.85	7
hold reg to reg	reg_mem[768]	0.69	2
Power is estimated from default activity; no workload was simulated.
